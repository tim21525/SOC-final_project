==> design.v <==
module uart_receive (
  input wire        rst_n,
  input wire        clk,
  input wire [31:0] clk_div,
  input wire        rx,
  output reg        irq,
  output reg [7:0]  rx_data,
  input wire        rx_finish,
  input wire        fifo_full,
  output reg        frame_err,
  output reg        busy,
  output reg        fifo_w_en
);
  parameter WAIT        = 4'b0000;
  parameter START_BIT   = 4'b0001;
  parameter GET_DATA    = 4'b0010;
  parameter STOP_BIT    = 4'b0011;
  parameter WAIT_READ   = 4'b0100;
  parameter FRAME_ERR   = 4'b0101;
  parameter IRQ         = 4'b0110;
  parameter FIFO        = 4'b0111;
  reg [3:0] state;
  reg [31:0] clk_cnt;
  reg [2:0] rx_index;
always@(*) begin
	case(state)
	STOP_BIT: begin
        if(clk_cnt == (clk_div - 1)) begin
            if(rx == 1'b1) begin
				fifo_w_en = 1'b1;
			end else begin
				fifo_w_en = 1'b0; 
			end
		end	else begin
			fifo_w_en = 1'b0;
		end
	end
	default: begin
		fifo_w_en = 1'b0;
	end
	endcase
end
  always @(posedge clk or negedge rst_n) begin
    if(!rst_n) begin
      state     <= WAIT;
      clk_cnt   <= 32'h0000_0000;
      rx_index  <= 3'b000;
      irq       <= 1'b0;
      frame_err <= 1'b0;
      rx_data   <= 8'h0;
      busy      <= 1'b0;
    end else begin
      case(state)
        WAIT: begin
          irq <= 1'b0;
          frame_err <= 1'b0;
          busy <= 1'b0;
          rx_data <= 8'b0;
          if(rx == 1'b0) begin  
            state <= START_BIT;
          end
        end
        START_BIT: begin
          if(clk_cnt == ((clk_div >> 1) - 1)) begin
            clk_cnt <= 32'h0000_0000;
            if(rx == 1'b0) begin
              state <= GET_DATA;
            end
          end else begin
            clk_cnt <= clk_cnt + 32'h0000_0001;
          end
          busy <= 1'b1;
        end
        GET_DATA: begin
          if(clk_cnt == (clk_div - 1)) begin
            clk_cnt <= 32'h0000_0000;
            if(rx_index == 3'b111) begin
              state <= STOP_BIT;
            end
            rx_index <= rx_index + 3'b001;
            rx_data[rx_index] <= rx;
          end else begin
            clk_cnt <= clk_cnt + 32'h0000_0001;
          end
          busy <= 1'b1;
        end
        STOP_BIT: begin
          if(clk_cnt == (clk_div - 1)) begin
            clk_cnt <= 32'h0000_0000;
            if(rx == 1'b1) begin
              state <= FIFO; 
              frame_err <= 1'b0;
            end else begin
              state <= FRAME_ERR;
              frame_err <= 1'b1;
            end
          end else begin
            clk_cnt <= clk_cnt + 32'h0000_0001;
          end
          busy <= 1'b1;
        end
		FIFO: begin
			if(fifo_full==1'd1) begin
				state <= IRQ;
			end else begin
				state <= WAIT;
			end
			busy <= 1'b0;
		end
        IRQ:begin
          irq <= 1'b1;
          state <= WAIT_READ;
          busy <= 1'b0;
        end
        WAIT_READ: begin
          irq <= 1'b0;
          busy <= 1'b0;
          if(rx_finish)
            state <= WAIT;
          else
            state <= WAIT_READ;
        end
        FRAME_ERR:begin
            state <= WAIT;
            irq <= 0;
            frame_err <= 0;
            busy <= 1'b0;
        end
        default: begin
          state     <= WAIT;
          clk_cnt   <= 32'h0000_0000;
          rx_index  <= 3'b000;
          irq       <= 1'b0;
          rx_data   <= 8'h0;
          frame_err <= 1'b0;
          busy      <= 1'b0;
        end
      endcase
    end
  end
endmodule
==> run.sh <==
#!/bin/bash
# OpenROAD 26Q1-2900-gdf79404cd8, Yosys 0.63+post, stock flow scripts
make -C /OpenROAD-flow-scripts/flow DESIGN_CONFIG=/design/flow/config.mk WORK_HOME=/design/flow/orfs finish
==> config.mk <==
export PLATFORM = sky130hd
export DESIGN_NAME = uart_receive
export DESIGN_NICKNAME = uart_receive
export VERILOG_FILES = /design/flow/design.v
export SDC_FILE = /design/flow/constraint.sdc
export NUM_CORES = 4
export LEC_CHECK = 1
export CORE_UTILIZATION = 30
==> constraint.sdc <==
current_design uart_receive

set clk_period 12.0
set clk_io_pct 0.2

create_clock -name clk0 -period $clk_period [get_ports {clk}]

set non_clock_inputs [all_inputs -no_clocks]
set_input_delay [expr $clk_period * $clk_io_pct] -clock clk0 $non_clock_inputs
set_output_delay [expr $clk_period * $clk_io_pct] -clock clk0 [all_outputs]
==> flow_summary.toml <==
# yosys + openroad results
[pwr]
power.internal_mw = 0.3052
switchingPower_mw = 0.1333
seq_power_share = 0.451
power.density_nw_per_um2 = 75.23
p_leak_nw = 2.127
peakVddDrop_mv = 0.04825
total_power_mw = 0.4384
swShare = 0.3039
p_clk_frac = 0.318
power.share.combinational = 0.230

[sta]
finClkSkew_ns = 0.009149
tightest_slew_ns = 0.9135
min_period_ns = 8.865
fin_crit_sh = 0.7388
fmax_mhz = 112.8
rsz0062_at_grt = "false"
fin_setup_tns_ns = 0
setup_viol = 0
hold_viol = 0
slew_headroom = 0.3833
slew_violations = 0

[worst_setup_path]
critPathCaptureType = "output port"
worstPathArrival_ns = 6.47
crit_path_end = "fifo_w_en"
path_max_fanout = 6
worstReg2RegEnd = "clk_cnt[27]"
start_kind = "input pin"
regToRegStartpoint = "clk_cnt[2]"
r2r_cells = 9
required_ns = 9.60
r2r_slack_ns = 8.30
cp-startpoint = "clk_div[2]"
path_class = "input pin to output port"

[synthesis]
top_area_frac = 0.2593
synthDistinctLibCells = 68
yosysChipArea_um2 = 5115
largest_area_cell = "dfrtp_1"
syn_area_um2 = 5115
topCellsByArea = "dfrtp_1 26%, xnor2_1 13%, xor2_1 7.0%"
ys_cells = 635
synth_cells = 635
synth_warnings = 1
ys.flops = 54
synthFlopType = "dfrtp_1"
avgSynthCellArea_um2 = 8.055
synthArstFlopShare = 1.000
edf_count = 0
ys_seq_frac = 0.2644

[clock_network]
clock_tree.buffer_depth = 2
cts_buffers = 5
cts.clk_slew.worst_paths_ns = 0.06
ctsResizeCount = 0
clkSinkCount = 54
cts_tree = "built"
postCtsSetupRepairBufs = 0
cts.htree.levels = 2
ctsHoldBuffers = 0
cts_root_buffer = "clkbuf_16"
clock_latency_ns = 0.29

[grt]
grt_overflow = 0
grt_usage = 0.1715
grt_pass1_wl_um = 23540
grt_max_degree = 55
grt_antenna_before_repair = 0
grt_pass1_vias = 4358
busiest_layer = "met2"
met1_usage = 0.2560
use_met3 = 0.01328
grtUsageMet2 = 0.2728

[routing]
drc = 0
routed_wl_um = 14320
ant_nets = 0
num_antenna_cells = 0
via_per_inst = 5.223
detail_route.wl_per_cell_um = 16.38
dr.pass1.iters = 4
drt_iter0_drc = 227
route.vias.total = 4565

[min_path]
holdCritPathClass = "register to register"
holdPathStages = 2

[layout]
stdcell_count = 874
layout-drive-gt1-share = 0.05657
area_delta_synth_final_pct = 13.94
fin_util = 0.3502
fillCellCount = 1708

[placed_design]
io_buffers = 48
dpl.cell_count = 867
post-dp-hpwl_um = 11370
place_congestion = 1.003

[floorplanning]
die_x_um = 132.6
ios = 49
dieArea_um2 = 17580
fp_util = 0.3073
core_area_um2 = 16640
rows = 47
die_h_um = 132.6

[run]
tool_warnings = 28
max_cap_violations = 0

[status]
outcome = "completed"
final cells by class:
| cell class | instances | area, µm² | area share |
|---|---|---|---|
| Multi-Input combinational cell | 526 | 3506 | 0.6015 |
| Sequential cell | 54 | 1353 | 0.2321 |
| Timing Repair Buffer | 50 | 490.5 | 0.08416 |
| Tap cell | 220 | 275.3 | 0.04723 |
| Clock buffer | 5 | 125.1 | 0.02147 |
| Inverter | 17 | 63.81 | 0.01095 |
| Clock inverter | 2 | 15.01 | 0.002576 |
cells in the mapped netlist (11+ instances only):
cell type	n
nand2_1	56
nor2_1	65
inv_1	17
xor2_1	41
nand3_1	44
clkbuf_1	21
o21ai_0	24
xnor2_1	75
a21oi_1	18
dfrtp_1	53
nand4_1	16
nor3_1	18
nor4_1	20
o211ai_1	11
and3_1	13
through the flow:
step / hold WS [ns] / instance area, µm² / setup WS [ns]
after floorplan: 0.4544 / 5115 / 5.066
final: 0.4888 / 5828 / 3.135
after detailed placement: 0.4761 / 5688 / 3.241
after global placement: 0.4731 / 5688 / 3.139
after CTS: 0.4920 / 5828 / 3.186
after global routing: 0.5369 / 5828 / 2.831
flip-flops by register name (all words and copies together), names as in the netlist:
register	flops
clk_cnt	32
rx_data	8
state	8
rx_index	3
busy	1
frame_err	1
irq	1
worst max-delay path, cell delays in order:
cell,delay [ns]
clkdlybuf4s50_1,0.48
inv_1,0.08
ha_1,0.25
or4b_1,0.53
xnor2_1,0.16
nor4_1,0.45
nand3_1,0.14
nor4b_1,0.39
nand4_1,0.13
nor4_1,0.64
nand2_1,0.16
nor2_1,0.16
clkdlybuf4s50_1,0.48
cells by family after synthesis:
kind of cell	count (synthesis)	synth area share
AOI/OAI and AO/OA	98	0.1287
xor gates and xnor gates	116	0.1986
adders and majority gates	8	0.01957
buffers and inverters	55	0.05015
DFF	54	0.2644
muxes	4	0.008317
and+or+nand+nor	300	0.3302
worst min-delay path by stage:
stage	start	end
after CTS	state[5]	state[0]
after global routing	state[5]	state[0]
final	state[5]	state[0]
routing by layer:
layer	up-vias	part of all wire
li1	2295	-
met1	2101	0.47
met2	138	0.46
met3	31	0.042
met4	0	0.032
met5	-	0
placed cells by master (no fill, tap or decap), types with 3 or more instances in the layout:
master	synthesis	final
a21o_1	8	8
a21oi_1	18	18
a22o_1	5	5
a31oi_1	3	3
and2_1	3	3
and3_1	13	13
and4_1	4	4
clkbuf_16	0	5
clkdlybuf4s50_1	0	47
dfrtp_1	53	53
ha_1	8	8
inv_1	17	17
nand2_1	56	56
nand2b_1	6	6
nand3_1	44	44
nand3b_1	3	3
nand4_1	16	16
nor2_1	65	65
nor2b_1	7	7
nor3_1	18	18
nor4_1	20	20
nor4_2	7	7
nor4_4	3	3
o211ai_1	11	11
o21ai_0	24	24
o22ai_1	5	5
o31a_1	4	4
or2_2	3	3
or3_1	9	9
or4_1	4	4
xnor2_1	75	75
xor2_1	41	41
power by group through the flow:
stage	Clock [mW]	Combinational, mW	Sequential (mW)
after global routing	0.152	0.110	0.199
after CTS	0.146	0.101	0.198
final	0.140	0.101	0.198
Power is estimated from default activity; no workload was simulated.
