## design/flow/design.v

```verilog
module r_fifo (
  input  wire       rst_n,
  input  wire       clk,
  input  wire [7:0] din,
  input  wire       rwe,
  input  wire       wwe,
  output  reg       full,
  output  reg       empty,
  output  reg [7:0] dout
);
reg [3:0] ptr;
reg [7:0] mem [0:9];
localparam FULL = 4'b1001;
always@(posedge clk or negedge rst_n) begin
   if(!rst_n) begin
      mem[0] <= 8'b0;
      mem[1] <= 8'b0;
      mem[2] <= 8'b0;
      mem[3] <= 8'b0;
      mem[4] <= 8'b0;
      mem[5] <= 8'b0;
      mem[6] <= 8'b0;
      mem[7] <= 8'b0;
      mem[8] <= 8'b0;
	  mem[9] <= 8'b0;
   end else if(wwe == 1) begin
      mem[ptr] <= din;
   end else if(empty == 0 && rwe == 1) begin
      mem[0] <= mem[1];
      mem[1] <= mem[2];
      mem[2] <= mem[3];
      mem[3] <= mem[4];
      mem[4] <= mem[5];
      mem[5] <= mem[6];
      mem[6] <= mem[7];
      mem[7] <= mem[8];
      mem[8] <= mem[9];
	  mem[9] <= 0;
   end
end
always@(posedge clk or negedge rst_n) begin
   if(!rst_n) ptr <= 0;
   else if(full == 0 && wwe == 1)  ptr <= ptr + 1;
   else if(empty == 0 && rwe == 1) ptr <= ptr - 1;
end
always@(posedge clk or negedge rst_n) begin
   if(~rst_n) dout <= 0;
   else if(rwe == 1) dout <= mem[0];
end
reg full_r, empty_r;
always@(posedge clk or negedge rst_n) begin
   if(!rst_n) full_r <= 0;
   else if(ptr == FULL && wwe == 1) full_r <= 1;
   else if(ptr == FULL && rwe == 1) full_r <= 0;
end
always@(posedge clk or negedge rst_n) begin
   if(!rst_n) full_r <= 0;
   else if(ptr == 1 && rwe == 1) empty_r <= 1;
   else if(ptr == 0 && wwe == 1) empty_r <= 0;
end
always@(*) begin
   if(ptr == FULL && wwe == 1)      full = 1;
   else if(ptr == FULL && rwe == 1) full = 0;
   else if(ptr == FULL)             full = full_r;
   else if(ptr < FULL)              full = 0;
end
always@(posedge clk or negedge rst_n) begin
   if(!rst_n) empty <= 0;
   else if(ptr == 0 && wwe == 1) empty <= 0;
   else if(ptr == 1 && rwe == 1) empty <= 1;
   else if(ptr > 0)         	   empty <= 0;
end
endmodule
```

## design/flow/run.sh

```bash
#!/bin/bash
# OpenROAD 26Q1-2900-gdf79404cd8, Yosys 0.63+post, stock flow scripts
make -C /OpenROAD-flow-scripts/flow DESIGN_CONFIG=/design/flow/config.mk WORK_HOME=/design/flow/orfs finish
```

## design/flow/config.mk

```make
export PLATFORM = sky130hd
export DESIGN_NAME = r_fifo
export DESIGN_NICKNAME = r_fifo
export VERILOG_FILES = /design/flow/design.v
export SDC_FILE = /design/flow/constraint.sdc
export NUM_CORES = 4
export LEC_CHECK = 1
export CORE_UTILIZATION = 30
```

## design/flow/constraint.sdc

```tcl
current_design r_fifo

set clk_period 2.3
set clk_io_pct 0.2

create_clock -name clk0 -period $clk_period [get_ports {clk}]

set non_clock_inputs [all_inputs -no_clocks]
set_input_delay [expr $clk_period * $clk_io_pct] -clock clk0 $non_clock_inputs
set_output_delay [expr $clk_period * $clk_io_pct] -clock clk0 [all_outputs]
```

==> flow_summary.toml <==
# yosys + openroad results
[floorplan]
chipArea_um2 = 14700
num_rows = 43
coreArea_um2 = 13900
ios = 22
fp_util_pct = 30.7
die_width_um = 121
chipHeight_um = 121

[flow_run]
tool_warnings = 29
maxCapViolCount = 0

[logic_synthesis]
synthAoiAreaFrac_pct = 15.9
syn_inst = 408
enable_flop_cells = 0
ys_cells = 408
top_area_share_pct = 54.5
ys_async_sr_fraction_pct = 98.9
simple_gate_area_share_pct = 15.0
ys_sh_xor_pct = 0.616
yosys_area_um2 = 4270
syn_area_um2 = 4270
synth_top_flop_cell = "dfrtp_1"
synth_warnings = 4
top_logic_kind = "AND-OR/OR-AND gates"
mux_share_pct = 7.74
syn_area_per_cell_um2 = 10.5
area_leaders = "dfrtp_1 (55%), a31oi_1 (6.0%), nand2b_1 (6.0%)"
yosysUniqueCellTypes = 33
ys_ff = 94
synth_top_cell_by_area = "dfrtp_1"
ys_sh_adder_pct = 1.47

[power]
p_per_area_nw_per_um2 = 1220
p_leak_nw = 2.15
total_power_mw = 6.10
max-vdd-ir-drop_mv = 0.483

[global_routing]
grt_pass1_wl_um = 14800
grt_usage_pct = 13.2
grt_overflow_total = 0
grt_pass1_vias = 2836
grt_max_degree = 42
antenna_found_initial = 0

[final_layout]
fin_cells = 619
post-route-util_pct = 36.1
mostFrequentLayoutCells = "dfrtp_1 (93), nor2_1 (55), nand2b_1 (41), a31oi_1 (41), o21ai_0 (32)"
design_area_um2 = 5010
lay_top_count = "dfrtp_1"
area.growth.synth_to_final_pct = 17.4
layout-drive-gt1-share_pct = 13.2
nFillCells = 1352

[timing]
fin_skew_ns = 0.00451
fmax_ghz = 0.510
slew_violations = 0
fin_setup_tns_ns = 0
rsz0062_at_grt = "false"
slew_headroom_pct = 50.2
unclocked_pins = 1
fin_ws_ns = 0.338
finalClockPeriodUsage_pct = 85.3
worst_hold_slack_ns = 0.105
setup_viol_count_final = 0
finalHoldViolCount = 0
layout_min_cycle_time_ns = 1.96
untimed_endpoints = 2
worst_slew_pin_slew_ns = 0.747

[placed_design]
place_ws_ns = 0.144
place_hpwl_um = 5950
port_buffers = 21
post_dp_cell_area_um2 = 4710
dp_cells = 603
gp_congestion = 0.836

[clocking]
cts_tree = "done"
insertion_delay_ns = 0.33
htree_levels = 3
cts_hold_buf = 0
clockBufferDepth = 2
cts_root_buf = "clkbuf_16"
ctsResizeCount = 0
cts_buffers = 9
clk_pin_slew_worst_paths_ns = 0.06
cts_setup_buffers = 0

[setup_path]
cp-end-kind = "flip-flop"
critPathArrivalTime_ns = 2.22
setup.worst_path.class = "reg2reg"
cp.required_ns = 2.55
start_kind = "flip-flop"
worstPathMaxFanout = 16
reg2regPathDepth = 6

[routing]
drc = 0
wl_per_cell_um = 14.4
drt-pass1-iter-count = 4
vias = 2976
wirelength_um = 8890
drtIter0Drc = 177
post_drt_via_cell_ratio = 4.81
diodes = 0
ant_nets = 0

[outcome]
status = "finished, final reports clean"

[worst_hold_path]
hp-class = "in2async"
-- synth_stat cells, types with 5 or more instances --
library cell / number
buf_4: 5
a31oi_1: 41
mux2_2: 16
ha_1: 5
buf_2: 9
nand2_1: 26
a22o_1: 8
mux2i_1: 15
dfrtp_1: 93
nand2b_1: 41
a21oi_1: 10
inv_1: 22
clkbuf_1: 5
nor2_1: 55
o21ai_0: 32
-- state kept, by name (all words and copies together), names as in the netlist --
| register | count |
|---|---|
| mem | 80 |
| dout | 8 |
| ptr | 4 |
| empty | 1 |
| full | 1 |
-- per-layer routing --
| metal | up-vias | part of all wire (%) | track usage (%) |
|---|---|---|---|
| met5 | - | 0 | 0 |
| met4 | 0 | 1.0 | 1.54 |
| met3 | 6 | 4.3 | 2.93 |
| met2 | 62 | 44 | 19.3 |
| met1 | 1446 | 50 | 21.2 |
| li1 | 1462 | - | - |
-- worst max-delay path: stages (launching register included) --
cell and delay, ns:
dfrtp_1 0.44, inv_1 0.15, ha_1 0.22, nand2_1 0.16, o32ai_4 0.66, nor2_1 0.09
a31oi_1 0.17
-- logic make-up after synthesis --
group,count (synthesis)
xor gates and xnor gates,3
muxes,31
AOI/OAI and AO/OA,103
and+or+nand+nor,130
adders and majority gates,5
buffers and inverters,42
DFF,93
latches,1
-- path summary, 6_finish.rpt --
check,slack [ns],start,end
worst max-delay path,0.34,ptr[0],mem[8][3]
worst min-delay path,0.11,rst_n,ptr[1]
worst max register to register,0.34,ptr[0],mem[8][3]
worst min register to register,0.48,mem[3][4],mem[3][4]
max in group asynchronous,1.58,rst_n,mem[5][7]
min in group clk0,0.48,mem[3][4],mem[3][4]
-- area by class of cell --
| cell class | count | area (um2) | share of cell area, % |
|---|---|---|---|
| inverter | 22 | 82.6 | 1.65 |
| multi-input combinational | 272 | 1740 | 34.7 |
| tap | 180 | 225 | 4.50 |
| sequential | 94 | 2340 | 46.8 |
| timing repair buffer | 35 | 320 | 6.40 |
| clock buffer | 11 | 243 | 4.85 |
| clock inverter | 5 | 58.8 | 1.17 |
-- power by group --
group          leakage (nW)  internal, mW  switching [mW]
Sequential             1.10          2.42           0.442
Clock                 0.147         0.877           0.625
Combinational         0.905         0.855           0.880
No activity file was given, so power comes from the tool's default toggle rates.
